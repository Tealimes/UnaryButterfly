`design/flow/run.sh`:
```
#!/bin/bash
# OpenROAD 26Q1-2900-gdf79404cd8, Yosys 0.63+post, stock flow scripts
make -C /OpenROAD-flow-scripts/flow DESIGN_CONFIG=/design/flow/config.mk WORK_HOME=/design/flow/orfs finish
```
`design/flow/design.v`:
```
module sobolrng_core #(
    parameter BITWIDTH = 8
) (
    input wire iClk,  
    input wire iRstN,  
    input wire iEn,
    input wire iClr,
    input wire [BITWIDTH - 1: 0] iOneHot,  
    input wire [BITWIDTH*BITWIDTH - 1: 0] dirVec,
    output reg [BITWIDTH - 1: 0] oRand  
);
    wire [BITWIDTH * BITWIDTH - 1: 0] orVec;
    wire [BITWIDTH - 1: 0] vec;
    assign orVec[BITWIDTH - 1: 0] = iOneHot[0] ? dirVec[BITWIDTH - 1: 0] : 0;
    genvar i;
    generate 
        for(i = 1; i < BITWIDTH; i = i + 1) begin
            assign orVec[(i+1)*BITWIDTH-1:i*BITWIDTH] = orVec[i*BITWIDTH-1:(i-1)*BITWIDTH] | (iOneHot[i] ? dirVec[(i+1)*BITWIDTH-1 : i*BITWIDTH] : 0);
        end
    endgenerate
    assign vec = orVec[BITWIDTH*BITWIDTH - 1: (BITWIDTH-1)*BITWIDTH];
    always@(posedge iClk or negedge iRstN) begin
        if(~iRstN) begin
            oRand <= 0;
        end else begin
            if(iClr) begin
                oRand <= 0;
            end else begin
                if(iEn) begin
                    oRand <= oRand ^ vec;
                end else begin 
                    oRand <= oRand;
                end 
            end 
        end
    end
endmodule
module lsz # (
    parameter BITWIDTH = 4,
    parameter LOGBITWIDTH = $clog2(BITWIDTH)  
) (
    input wire [BITWIDTH - 1: 0] iGrey,  
    output wire [BITWIDTH - 1: 0] oOneHot,  
    output reg [LOGBITWIDTH - 1: 0] lszIdx  
);
    wire [BITWIDTH - 1: 0] tc;  
    genvar i;
    assign tc[0] = ~iGrey[0]; 
    generate 
        for (i = 1; i < BITWIDTH; i = i + 1) begin
            assign tc[i] = tc[i - 1] | ~iGrey[i];
        end
    endgenerate
    genvar j;
    assign oOneHot[0] = tc[0];
    generate 
        for(j = 1; j < BITWIDTH; j = j + 1) begin
            assign oOneHot[j] = tc[j - 1] ^ tc[j];
        end
    endgenerate
    always@(*) begin
        case(oOneHot)
            'd1 : lszIdx = 'd0;
            'd2 : lszIdx = 'd1;
            'd4 : lszIdx = 'd2;
            'd8 : lszIdx = 'd3;
            'd16 : lszIdx = 'd4;
            'd32 : lszIdx = 'd5;
            'd64 : lszIdx = 'd6;
            'd128 : lszIdx = 'd7;
            'd256 : lszIdx = 'd8;
            'd512 : lszIdx = 'd9;
            default : lszIdx = 'd0;
        endcase
    end
endmodule
module cntwithen #(
    parameter BITWIDTH = 4  
) (
    input wire iClk,  
    input wire iRstN,  
    input wire iEn, 
    input wire iClr, 
    output reg [BITWIDTH - 1:0] oCnt
);
    always@(posedge iClk or negedge iRstN) begin
        if(~iRstN) begin
            oCnt <= 0;
        end else begin
            if(iClr) begin
                oCnt <= 0;
            end else begin
                oCnt <= oCnt + iEn;
            end
        end
    end
endmodule
module sobolrng #(
    parameter BITWIDTH = 8
) (
    input wire iClk,  
    input wire iRstN,  
    input wire iEn, 
    input wire iClr, 
    output wire [BITWIDTH - 1: 0] sobolseq
);
    wire [BITWIDTH - 1: 0] cntNum;
    wire [BITWIDTH - 1: 0] oneHot;
    wire [BITWIDTH*BITWIDTH - 1: 0] dirVec;
    cntwithen #(
        .BITWIDTH(BITWIDTH)
    ) u_cntwithen (
        .iClk(iClk),
        .iRstN(iRstN),
        .iEn(iEn),
        .iClr(iClr),
        .oCnt(cntNum)
    );
    lsz #(
        .BITWIDTH(BITWIDTH)
    ) u_lsz (
        .iGrey(cntNum),
        .oOneHot(oneHot),
        .lszIdx()
    );
        assign dirVec[1*BITWIDTH-1 : 0*BITWIDTH] = 'd128;
        assign dirVec[2*BITWIDTH-1 : 1*BITWIDTH] = 'd64;
        assign dirVec[3*BITWIDTH-1 : 2*BITWIDTH] = 'd32;
        assign dirVec[4*BITWIDTH-1 : 3*BITWIDTH] = 'd16;
        assign dirVec[5*BITWIDTH-1 : 4*BITWIDTH] = 'd8;
        assign dirVec[6*BITWIDTH-1 : 5*BITWIDTH] = 'd4;
        assign dirVec[7*BITWIDTH-1 : 6*BITWIDTH] = 'd2;
        assign dirVec[8*BITWIDTH-1 : 7*BITWIDTH] = 'd1;
    sobolrng_core #(
        .BITWIDTH(BITWIDTH)
    ) u_sobolrng_core (
        .iClk(iClk),
        .iRstN(iRstN),
        .iEn(iEn),
        .iClr(iClr),
        .iOneHot(oneHot),
        .dirVec(dirVec),
        .oRand(sobolseq)
    );
endmodule
module uMUL_bi #(
    parameter BITWIDTH = 8
) (
    input wire iClk,
    input wire iRstN,
    input wire iA,
    input wire [BITWIDTH - 1: 0] iB,
    input wire loadB,
    input wire iClr,
    output reg oMult
);
    reg [BITWIDTH-1:0] iB_buff;  
    wire [BITWIDTH-1:0] sobolseqIn;
    wire [BITWIDTH-1:0] sobolseq;
    wire andTop;
    wire andBot;
    wire iA_inv = ~iA;
    always@(posedge iClk or negedge iRstN) begin
        if(~iRstN) begin
            iB_buff <= 0;
        end else begin
            if(loadB) begin
                iB_buff <= iB;
            end else begin
                iB_buff <= iB_buff;
            end
        end
    end
    sobolrng #(
        .BITWIDTH(BITWIDTH)
    ) u_sobolrngTop (
        .iClk(iClk),
        .iRstN(iRstN),
        .iEn(iA_inv), 
        .iClr(iClr),
        .sobolseq(sobolseqIn)
    );
    sobolrng #(
        .BITWIDTH(BITWIDTH)
    ) u_sobolrngBot (
        .iClk(iClk),
        .iRstN(iRstN),
        .iEn(iA), 
        .iClr(iClr),
        .sobolseq(sobolseq)
    );
    assign andTop = iA_inv & ~(iB_buff > sobolseqIn);
    assign andBot = iA & (iB_buff > sobolseq);
    always@(*) begin
        oMult <= andTop | andBot;
    end
endmodule
module parallelcnt (
    input wire iClk,
    input wire iRstN,
    input wire iA,
    input wire iB,
    output wire [1:0] oC
);
    assign oC = iA + iB;
endmodule
module uSADD #(
    parameter BINPUT = 2
) (
    input wire iClk,
    input wire iRstN, 
    input wire iA,
    input wire iB,
    output reg oC
);
    wire [BINPUT-1:0] PCout;
    reg [1:0] acc;
    parallelcnt u_parallelcnt (
        .iClk(iClk),
        .iRstN(iRstN),
        .iA(iA),
        .iB(iB),
        .oC(PCout)
    );
    always@(posedge iClk or negedge iRstN) begin
        if(~iRstN) begin
            acc <= 0;
        end else begin
            acc <= acc[0] + PCout;
        end
    end
    assign oC = acc[1];
endmodule
module uSSUB #(
    parameter BINPUT = 2
) (
    input wire iClk,
    input wire iRstN, 
    input wire iA,
    input wire iB,
    output reg oC
);
    wire [BINPUT-1:0] PCout;
    reg [1:0] acc;
    parallelcnt u_parallelcnt (
        .iClk(iClk),
        .iRstN(iRstN),
        .iA(iA),
        .iB(~iB),
        .oC(PCout)
    );
    always@(posedge iClk or negedge iRstN) begin
        if(~iRstN) begin
            acc <= 0;
        end else begin
            acc <= acc[0] + PCout;
        end
    end
    assign oC = acc[1];
endmodule
module uButterfly #(
    parameter BITWIDTH = 8,
              BINPUT = 2
) (
    input wire iClk,
    input wire iRstN,
    input wire loadW,
    input wire iClr,
    input wire iReal0,
    input wire iImg0,
    input wire iReal1,
    input wire iImg1,
    input wire [BITWIDTH-1:0] iwReal,
    input wire [BITWIDTH-1:0] iwImg,
    output wire oReal0,
    output wire oImg0,
    output wire oReal1,
    output wire oImg1
);
    wire eq_Real1_x_wReal;
    wire eq_Real1_x_wImg;
    wire eq_Img1_x_wReal;
    wire eq_Img1_x_wImg;
    wire scalerReal0;
    wire scalerImg0;
    wire real_eq;
    wire img_eq;
    reg biZero;
    always@(posedge iClk or negedge iRstN) begin
        if(~iRstN) begin 
            biZero <= 0;
        end else begin
            biZero <= ~biZero;
        end
    end
    uMUL_bi #(
        .BITWIDTH(BITWIDTH)
    )u_uMUL_bi_Real1_x_wReal (
        .iClk(iClk),
        .iRstN(iRstN),
        .iA(iReal1),
        .iB(iwReal),
        .loadB(loadW),
        .iClr(iClr),
        .oMult(eq_Real1_x_wReal)
    );
    uMUL_bi #(
        .BITWIDTH(BITWIDTH)
    ) u_uMUL_bi_Real1_x_wImg (
        .iClk(iClk),
        .iRstN(iRstN),
        .iA(iReal1),
        .iB(iwImg),
        .loadB(loadW),
        .iClr(iClr),
        .oMult(eq_Real1_x_wImg)
    );
    uMUL_bi #(
        .BITWIDTH(BITWIDTH)
    ) u_uMUL_bi_Img1_x_wReal (
        .iClk(iClk),
        .iRstN(iRstN),
        .iA(iImg1),
        .iB(iwReal),
        .loadB(loadW),
        .iClr(iClr),
        .oMult(eq_Img1_x_wReal)
    );
    uMUL_bi #(
        .BITWIDTH(BITWIDTH)
    ) u_uMUL_bi_Img1_x_wImg (
        .iClk(iClk),
        .iRstN(iRstN),
        .iA(iImg1),
        .iB(iwImg),
        .loadB(loadW),
        .iClr(iClr),
        .oMult(eq_Img1_x_wImg)
    );
    uSSUB #(
        .BINPUT(BINPUT)
    ) u_uSSUB_realeq (
        .iClk(iClk),
        .iRstN(iRstN),
        .iA(eq_Real1_x_wReal),
        .iB(eq_Img1_x_wImg),
        .oC(real_eq)
    );
    uSADD #(
        .BINPUT(BINPUT)
    ) u_uSADD_imgeq (
        .iClk(iClk),
        .iRstN(iRstN),
        .iA(eq_Real1_x_wImg),
        .iB(eq_Img1_x_wReal),
        .oC(img_eq) 
    );
    uSADD #(
        .BINPUT(BINPUT)
    ) u_uSADD_scalerReal (
        .iClk(iClk),
        .iRstN(iRstN),
        .iA(iReal0),
        .iB(biZero),
        .oC(scalerReal0)
    );
    uSADD #(
        .BINPUT(BINPUT)
    ) uSADD_scalerImg (
        .iClk(iClk),
        .iRstN(iRstN),
        .iA(iImg0),
        .iB(biZero),
        .oC(scalerImg0)
    );
    uSADD #(
        .BINPUT(BINPUT)
    ) u_uSADD_oReal0 (
        .iClk(iClk),
        .iRstN(iRstN),
        .iA(scalerReal0),
        .iB(real_eq),
        .oC(oReal0) 
    );
    uSADD #(
        .BINPUT(BINPUT)
    ) u_uSADD_oImg0 (
        .iClk(iClk),
        .iRstN(iRstN),
        .iA(scalerImg0),
        .iB(img_eq),
        .oC(oImg0) 
    );
    uSSUB #(
        .BINPUT(BINPUT)
    ) u_uSSUB_oReal1 (
        .iClk(iClk),
        .iRstN(iRstN),
        .iA(scalerReal0),
        .iB(real_eq),
        .oC(oReal1) 
    );
    uSSUB #(
        .BINPUT(BINPUT)
    ) u_uSSUB_oImg1 (
        .iClk(iClk),
        .iRstN(iRstN),
        .iA(scalerImg0),
        .iB(img_eq),
        .oC(oImg1) 
    );
endmodule
```
`design/flow/constraint.sdc`:
```
current_design uButterfly

set clk_period 4.3
set clk_io_pct 0.2

create_clock -name clk0 -period $clk_period [get_ports {iClk}]

set non_clock_inputs [all_inputs -no_clocks]
set_input_delay [expr $clk_period * $clk_io_pct] -clock clk0 $non_clock_inputs
set_output_delay [expr $clk_period * $clk_io_pct] -clock clk0 [all_outputs]
```
`design/flow/config.mk`:
```
export PLATFORM = sky130hd
export DESIGN_NAME = uButterfly
export DESIGN_NICKNAME = uButterfly
export VERILOG_FILES = /design/flow/design.v
export SDC_FILE = /design/flow/constraint.sdc
export NUM_CORES = 4
export LEC_CHECK = 1
export CORE_UTILIZATION = 30
```
==> flow_summary_export.csv <==
group,metric,value,unit
worst_setup_path,crit_slowest_cell,"clkdlybuf4s50_1",
detailed_routing,wl_met2,7.081,mm
synthesis,ys_cells,833,
clock_network,clkLatencyLatePin,0.42,ns
detailed_routing,totalWireLength,16.42,mm
detailed_routing,dr.pass1.iters,6,
synthesis,yosysWarnings,9,
global_route,overflow,0,
status,outcome,"complete, no violations",
die,die_area,29340,sq um
die,io_pins,28,
worst_setup_path,required,4.59,ns
synthesis,synthFlopType,"dfrtp_1",
synthesis,syn_area,8598,sq um
clock_network,cts_hold_buf,0,
final_layout,layout-drive-gt1-share,7.727,%
sta,timing.final.max_slew_violations,0,
die,num_rows,61,
die,fp_util,30.70,%
clock_network,postCtsSetupBuffers,0,
detailed_routing,wl_met1,8.515,mm
flow_run,tool_warnings,25,
global_route,grt_pass1_wl,28.86,mm
detailed_routing,vias_per_cell,4.657,
worst_setup_path,arrival,2.90,ns
die,die_y,171.3,microns
die,fp.dieW,171.3,microns
clock_network,cts_resized,0,
worst_hold_path,hold_class,"in2async",
power_and_ir_drop,p_leak,4.162,nW
detailed_routing,drtAntennaViolNets,0,
worst_setup_path,crit_path_cell_trace,"clkdlybuf4s50_1 > buf_4 > clkinv_1 > o21ai_0 > a21oi_1 > a211oi_1 > fa_1",
detailed_routing,top_layer,"met4",
synthesis,synth-seq-cells,161,
synthesis,ys_seq_share,46.86,%
sta,rsz0062_at_grt,"no",
synthesis,synth_cell_types,40,
synthesis,yosysTopAreaCell,"dfrtp_1",
worst_setup_path,cp_max_fo,21,
placement,gp_congestion,0.8073,
global_route,grt_pass1_vias,5811,
synthesis,yosysTopAreaCellShare,46.86,%
synthesis,syn_area_per_cell,10.32,sq um
placement,dp_hpwl,10.97,mm
sta,period_needed,2.610,ns
clock_network,cts_buffer_depth,2,
global_route,grt_max_degree,65,
detailed_routing,drc_errors,0,
clock_network,cts-root-buf,"clkbuf_16",
sta,skew,0.01051,ns
sta,relSlewSlack,58.66,%
final_layout,area_delta_synth_final,15.56,%
worst_setup_path,crit_type,"in2reg",
clock_network,cts_buffers,17,
worst_setup_path,setup.worst_path.end_class,"register",
sta,tightest_slew,0.6201,ns
sta,setup_violations,0,
synthesis,area_leaders,"dfrtp_1 (47%), ha_1 (12%), xnor2_1 (5.6%), nor2_1 (3.8%), inv_1 (3.2%)",
clock_network,clock-sinks,161,
detailed_routing,num_vias,5858,
power_and_ir_drop,ir_worst_vdd,0.2419,mV
worst_setup_path,crit_path_max_incr_delay,0.47,ns
clock_network,cts.htree.levels,4,
synthesis,synth-edff-count,0,
global_route,grt_usage,12.49,%
detailed_routing,first_iter_violations,319,
clock_network,tritoncts,"built",
detailed_routing,drt-wirelength-per-cell,13.05,microns
detailed_routing,wl_met3,670,microns
worst_setup_path,worstSetupStartpointType,"input pin",
sta,fin_setup_tns,0,ns
synthesis,synthArstFlopShare,100.0,%
placement,io_buffer_count,27,
detailed_routing,diodes,0,
power_and_ir_drop,power_density,381.8,nW/um^2
sta,hold_viol,0,
sta,fmax,0.3832,GHz
clock_network,cts.clk_slew.worst_paths,0.07,ns
flow_run,cap_violations,0,
global_route,antenna_found_initial,0,
sta,post-route-period-util,60.70,%
synthesis,syn_inst,833,
die,core-area,28010,sq um
synthesis,synth-area-yosys,8598,sq um
power_and_ir_drop,power,3.793,mW
[cells in the mapped netlist (all sizes together), types with 3 or more instances]
cell type and n:
mux2 14, xnor2 55, o221ai 3, and3 8
a211oi 5, nand2 23, a21oi 48, inv 73
nor4bb 3, nor2 87, clkbuf 14, nor3 15
nand4 23, a21o 5, dfrtp 161, nor3b 20
or3 38, o21a 4, nand4b 5, nand3 27
nor2b 27, ha 80, fa 8, buf 6
o21ai 44, xor2 24, o211ai 7
[final cells by class]
class	count	area (sq um)
clock buffers	17	425.4
clock inverters	15	192.7
fillers	2784	18070
inverters	74	277.8
multi-input cells	578	4209
flip-flops and latches	161	4029
well taps	378	473.0
repair buffers	35	329.1
[registers in the layout (all words and copies together), names as in the netlist, 8 cells and up]
signal                                                       cells
u_uMUL_bi_Img1_x_wImg.u_sobolrngBot.u_cntwithen.oCnt             8
u_uMUL_bi_Img1_x_wImg.u_sobolrngBot.u_sobolrng_core.oRand        8
u_uMUL_bi_Img1_x_wImg.u_sobolrngTop.u_cntwithen.oCnt             8
u_uMUL_bi_Img1_x_wImg.u_sobolrngTop.u_sobolrng_core.oRand        8
u_uMUL_bi_Img1_x_wReal.iB_buff                                   8
u_uMUL_bi_Img1_x_wReal.u_sobolrngBot.u_cntwithen.oCnt            8
u_uMUL_bi_Img1_x_wReal.u_sobolrngBot.u_sobolrng_core.oRand       8
u_uMUL_bi_Img1_x_wReal.u_sobolrngTop.u_cntwithen.oCnt            8
u_uMUL_bi_Img1_x_wReal.u_sobolrngTop.u_sobolrng_core.oRand       8
u_uMUL_bi_Real1_x_wImg.iB_buff                                   8
u_uMUL_bi_Real1_x_wImg.u_sobolrngBot.u_cntwithen.oCnt            8
u_uMUL_bi_Real1_x_wImg.u_sobolrngBot.u_sobolrng_core.oRand       8
u_uMUL_bi_Real1_x_wImg.u_sobolrngTop.u_cntwithen.oCnt            8
u_uMUL_bi_Real1_x_wImg.u_sobolrngTop.u_sobolrng_core.oRand       8
u_uMUL_bi_Real1_x_wReal.u_sobolrngBot.u_cntwithen.oCnt           8
u_uMUL_bi_Real1_x_wReal.u_sobolrngBot.u_sobolrng_core.oRand      8
u_uMUL_bi_Real1_x_wReal.u_sobolrngTop.u_cntwithen.oCnt           8
u_uMUL_bi_Real1_x_wReal.u_sobolrngTop.u_sobolrng_core.oRand      8
[per-layer routing]
metal | vias up | global-route usage [%]
met1 | 2829 | 20.21
met5 | - | 0
met4 | 0 | 1.009
met3 | 12 | 2.272
met2 | 76 | 18.49
li1 | 2941 | -
[report_power, final]
part / internal (mW) / total, mW / switching, mW
sequential: 1.63 / 1.74 / 0.105
clock: 0.933 / 1.60 / 0.664
combinational: 0.226 / 0.458 / 0.232
total: 2.79 / 3.79 / 1.00
[placed cells by master (no fill, tap or decap), types with 15 or more instances in the layout]
master,Yosys,final
dfrtp_1,161,161
nor2_1,87,87
ha_1,80,80
inv_1,73,73
xnor2_1,55,55
a21oi_1,48,48
o21ai_0,44,44
or3_1,34,34
nor2b_1,27,27
nand3_1,27,27
clkdlybuf4s50_1,0,25
xor2_1,24,24
nand2_1,23,23
nand4_1,21,21
nor3b_1,17,17
clkbuf_16,0,17
nor3_1,15,15
[kinds of logic (layout without fill, tap and decap cells)]
| logic type | Yosys count | count (layout) | share of synthesized area [%] |
|---|---|---|---|
| buf+inv | 94 | 141 | 4.191 |
| compound gates | 120 | 120 | 7.887 |
| fa+ha+maj | 88 | 88 | 13.50 |
| mux | 14 | 14 | 1.834 |
| flops | 161 | 161 | 46.86 |
| xor+xnor | 79 | 79 | 8.047 |
| simple gates | 277 | 277 | 17.68 |
[final timing paths]
path | from | end | slack (ns) | cells after the start
worst min register to register | u_uSADD_oImg0.acc[0]$_DFF_PN0_ | u_uSADD_oImg0.acc[0]$_DFF_PN0_ | 0.53 | 1
worst min-delay path | iRstN | asynchronous set/reset pin | 0.44 | 1
max in group asynchronous | iRstN | asynchronous set/reset pin | 2.88 | 2
worst max-delay path | iReal1 | u_uSADD_imgeq.acc[0]$_DFF_PN0_ | 1.69 | 7
min in group clk0 | u_uSADD_oImg0.acc[0]$_DFF_PN0_ | u_uSADD_oImg0.acc[0]$_DFF_PN0_ | 0.53 | 1
worst max register to register | u_uMUL_bi_Img1_x_wReal.iB_buff[1]$_DFFE_PN0P_ | u_uSSUB_realeq.acc[0]$_DFF_PN0_ | 2.05 | 7
[critical path, delay by kind of cell]
kind                       cells  cell delay [ns]
buffers and inverters          3             1.04
AOI/OAI and AO/OA              3             0.52
adders and majority gates      1             0.47
[through the flow]
step	utilization (%)	setup slack (ns)	hold slack, ns	instances	instance area (sq um)
5_1_grt	35.47	1.589	0.4744	1258	9936
6_report	35.47	1.690	0.4351	1258	9936
2_1_floorplan	-	2.055	0.4768	833	8598
3_5_place_dp	33.26	1.276	0.5133	1226	9318
3_3_place_gp	33.26	1.260	0.5119	1226	9318
4_1_cts	35.47	1.701	0.4446	1258	9936
Power is estimated from default activity; no workload was simulated.
